### /design/flow/config.mk
export PLATFORM = sky130hd
export DESIGN_NAME = Divisao
export DESIGN_NICKNAME = Divisao
export VERILOG_FILES = /design/flow/design.v
export SDC_FILE = /design/flow/constraint.sdc
export NUM_CORES = 4
export LEC_CHECK = 1
export CORE_UTILIZATION = 40
### /design/flow/constraint.sdc
current_design Divisao

set clk_period 30.7
set clk_io_pct 0.2

create_clock -name clk0 -period $clk_period [get_ports {clock}]

set non_clock_inputs [all_inputs -no_clocks]
set_input_delay [expr $clk_period * $clk_io_pct] -clock clk0 $non_clock_inputs
set_output_delay [expr $clk_period * $clk_io_pct] -clock clk0 [all_outputs]
### /design/flow/design.v
module Divisao (
input[31:0] Divisor, input[31:0] Dividendo,
output reg[31:0] Hi, output reg[31:0] Lo,
input divIn, output reg divOut, output reg divZero,
input clock, input reset );
reg signed[31:0] A, Q, M, Support;
reg working, select, signal, signalEnd;
reg[5:0] contador;
always@(negedge clock)
begin
if(reset == 0)
begin
    case(working)
    1'b0:
    begin
        Q = Dividendo;
        A = 32'b11111111111111111111111111111111;
        if(Q[31] == 0)
        begin
            A = 0;
        end
        M = Divisor;
        divOut <= 1'b0;
        if(divIn == 1)
        begin
            if(M == 0)
            begin
                divZero <= 1;
            end
            else
            begin
                working <= 1'b1;
                {A, Q} = {A, Q} << 1;
                Support = A^M;
                signalEnd = Support[31];
                signal = A[31];
                if(Support>=0)
                begin
                    A = A - M;
                    select = 0;
                end
                else
                begin
                    A = A + M;
                    select = 1;
                end
                if((((A < 0) && (signal == 1)) || ((A>=0) && (signal == 0))) || ((A == 0) && (Q == 0)))
                begin
                    Q = Q + 1;
                end
                else
                begin
                    if(select == 0)
                    begin
                        A = A + M;
                    end
                    else
                    begin
                        A = A - M;
                    end
                end
                contador = 31;
            end
        end
    end
    1'b1:
    begin
        {A, Q} = {A, Q} << 1;
        Support = A^M;
        signal = A[31];
        if(Support>=0)
        begin
            A = A - M;
            select = 0;
        end
        else
        begin
            A = A + M;
            select = 1;
        end
        if((((A < 0) && (signal == 1)) || ((A>=0) && (signal == 0))) || ((A == 0) && (Q == 0)))
        begin
            Q = Q + 1;
        end
        else
        begin
            if(select == 0)
            begin
                A = A + M;
            end
            else
            begin
                A = A - M;
            end
        end
        contador = contador - 1;
        if(contador == 0)
        begin
            working <= 1'b0;
            if(signalEnd ==1)
            begin
                Q = -Q;
            end
            if(A < 0)
            begin
                if(M < 0)
                begin
                    A = A - M;
                end
                else
                begin
                    A = A + M;
                end
                if(Q < 0)
                begin
                    Q = Q - 1;
                end
                else
                begin
                    Q = Q + 1;
                end
            end
            Lo <= Q;
            Hi <= A;
            divOut <= 1'b1;
        end
        else
        begin
            divOut <= 1'b0;
        end
    end
    endcase
end
else
begin
    A <= 0;
    Q <= 0;
    M <= 0;
    Support <= 0;
    working <= 0;
    select <= 0;
    signal <= 0;
    signalEnd <= 0;
    contador <= 0;
    Hi <= 0;
    Lo <= 0;
    divOut <= 0;
    divZero <= 0;
end    
end
endmodule
### /design/flow/run.sh
#!/bin/bash
# OpenROAD 26Q1-2900-gdf79404cd8, Yosys 0.63+post, stock flow scripts
make -C /OpenROAD-flow-scripts/flow DESIGN_CONFIG=/design/flow/config.mk WORK_HOME=/design/flow/orfs finish
==> flow_summary.toml <==
# flow metrics
[run_status]
status = "complete, no violations"

[worst_hold_path]
hold_path_depth = 2
hold_path.class = "flip-flop to flip-flop"
min_from = "Lo[4]$_SDFFE_NP0P_"
hold_end = "Lo[4]$_SDFFE_NP0P_"

[cells_and_area]
syn_to_final_growth_pct = 15.5
lay_top_cells = "inv_1 (305), nor2_1 (278), nand2_1 (239)"
lay_top_count = "inv_1"
drive_above_1_share_pct = 6.50

[clock_tree]
h-tree-depth = 4
cts_buffers = 17
post_cts_buffers = 0
cts_tree = "built"
hold_buffers = 0
clockRootBuffer = "clkbuf_16"
clk_latency_ns = 0.51
clock_sinks = 169
clkTransAtPathRegs_ns = 0.03
cts.repair.resized = 0
cts_buffer_depth = 2

[setup_path]
worst_r2r_endpoint = "Hi[31]$_SDFFE_NP0P_"
worstRegToRegCells = 50
cp-end-kind = "flip-flop"
cp_common_cell = "or4_1"
worst_ep_arrival_time_ns = 14.18
critPathKind = "primary input to flip-flop"
critPathLaunch = "Divisor[9]"
slowest_stage = "or4_1"
startpoint_type = "primary input"
r2r_setup_slack_ns = 18.77
cp_data_required_time_ns = 15.69
r2r_start = "M[0]$_SDFFE_NP0N_"
critical_path.max_stage_delay_ns = 0.64
path_max_fanout = 40

[sta]
skew_ns = 0.0311
worst_pin_slew_ns = 0.997
relSlewSlack_pct = 33.5
hold_viol = 0
rsz0062_at_grt = "false"
finalMaxSlewViolations = 0
setup_tns_ns = 0
whs_ns = 0.436
setup_viol = 0

[routing]
first_pass_iters = 8
remaining_drc_errors = 0
drt-initial-drc-count = 2131
drtAntennaViolNets = 0
wl_mm = 75.2
drt-wirelength-per-cell_um = 20.5
vias = 21500
via_per_inst = 5.85

[global_routing]
top_usage_layer = "met1"
grt_first_pass_wirelength_mm = 116
grt_max_degree = 73
grt_usage_pct = 29.0
grt_util_met2_pct = 38.3
met3_usage_pct = 10.1
gr-total-overflow = 0
antenna_found_initial = 4
grt_pass1_vias = 20000
met1_usage_pct = 44.8

[synth]
avgSynthCellArea_um2 = 7.44
yosys_area_um2 = 20600
ys_seq_share_pct = 16.4
numSynthFlops = 169
async_flop_share_pct = 0
ys_cells = 2769
synth.distinct_cells = 114
syn_area_um2 = 20600
synth_cells = 2769
ys_warn_count = 1
edf_count = 0
synth-main-ff-cell = "dfxtp_1"

[floorplanning]
die-area_um2 = 52400
initial_utilization_pct = 40.8
io_pins = 133
chipHeight_um = 229
coreArea_um2 = 50500
rows = 82
fp.dieW_um = 229

[job]
maxCapViolCount = 0
log.warning_count = 197

[placed_design]
globalplace.congestion = 0.981
dp_hpwl_mm = 59.2
portBuffers = 132
==> worst max-delay path by stage <==
| stage | slack (ns) | to |
|---|---|---|
| CTS | 1.56 | A[3]$_SDFF_NP0_ |
| global route | 0.67 | A[11]$_SDFF_NP0_ |
| finish | 1.51 | A[3]$_SDFF_NP0_ |
==> Yosys cell counts, types with 15 or more instances <==
cell type  instances  area, um2
ha_1             130       1630
mux2i_1           77        771
mux2_2            23        259
nor2_1           280       1050
or4_1             23        173
nand2_1          239        897
or3_1             34        213
dfxtp_1          169       3380
inv_1            137        514
xor2_1           108        946
a21o_1            53        398
o21ai_0          139        696
nor2b_1           20        125
nor3_1            79        395
nand3_1           58        290
o21bai_1          22        165
a31oi_1           34        213
buf_2             20        100
and3_1            30        188
xnor2_1          209       1830
a211oi_1          32        240
o211ai_1          18        135
and2_1            32        200
o21a_1            17        128
clkbuf_1         104        390
nand2b_1          31        194
nor4_1            28        175
o31ai_1           22        165
nand4_1           19        119
or2_2             15       93.8
o22ai_1           26        163
a21oi_1          210       1050
a222oi_1          30        300
a221oi_1          32        280
==> final cells by class <==
class | count | area (um2)
diodes | 2 | 5.00
clock buffers | 17 | 425
inverters | 137 | 514
flip-flops and latches | 169 | 3380
multi-input cells | 2316 | 16100
fillers | 4884 | 26700
clock inverters | 184 | 833
well taps | 672 | 841
repair buffers | 175 | 1640
==> metrics by stage <==
step / cells / utilization [%] / setup WS (ns) / instance area, um2
after CTS: 3670 / 47.1 / 1.56 / 23800
final: 3672 / 47.1 / 1.51 / 23800
after global routing: 3671 / 47.1 / 0.675 / 23800
after global placement: 3470 / 44.6 / 1.14 / 22500
after floorplan: 2769 / - / 2.56 / 20600
after detailed placement: 3470 / 44.6 / 1.13 / 22500
==> per-layer routing <==
layer  wire (um)  share of wire (%)
met5          27              0.036
met4        1590                2.1
met3        7910                 11
met2       29400                 39
met1       36300                 48
==> worst max-delay path: cells and delay by family <==
family          cells  cell delay [ns]
simple gates       20             5.54
buf+inv             3             0.84
xor+xnor            1             0.19
compound gates      4             0.85
fa+ha+maj           1             0.34
mux                 1             0.23
==> sequential cells by signal (all words and copies together), names as in the netlist <==
register and flops:
contador 6, Hi 32, working 1, Q 32, Lo 32, divZero 1
divOut 1, A 31, signalEnd 1, M 32
==> logic make-up (layout without fill, tap and decap cells) <==
kind of cell	after synthesis	count (layout)	share of synthesized area, %
AND-OR/OR-AND	772	772	25.4
XOR/XNOR	337	337	15.4
adder cells (fa/ha/maj)	148	148	8.93
buffers and inverters	284	513	5.48
flip-flops	169	169	16.4
multiplexers	102	102	5.13
other	0	2	0
AND/OR/NAND/NOR	957	957	23.2
